## ./config.mk

```make
export PLATFORM = sky130hd
export DESIGN_NAME = encoder_32_5
export DESIGN_NICKNAME = encoder_32_5
export VERILOG_FILES = /design/flow/design.v
export SDC_FILE = /design/flow/constraint.sdc
export NUM_CORES = 4
export LEC_CHECK = 1
export CORE_AREA = 10 10 70 70
export DIE_AREA = 0 0 80 80
```

## ./constraint.sdc

```tcl
current_design encoder_32_5

set clk_period 3.2
set clk_io_pct 0.2

create_clock -name clk0 -period $clk_period

set non_clock_inputs [all_inputs -no_clocks]
set_input_delay [expr $clk_period * $clk_io_pct] -clock clk0 $non_clock_inputs
set_output_delay [expr $clk_period * $clk_io_pct] -clock clk0 [all_outputs]
```

## ./design.v

```verilog
module encoder_32_5(
    input [31:0] select,
    output reg [5:0] idx
);
always @(select) begin
    casex(select)
        32'bxxxxxxxxxxxxxxxxxxxxxxxxxxxxxxx1: idx = 6'd0;
        32'bxxxxxxxxxxxxxxxxxxxxxxxxxxxxxx10: idx = 6'd1;
        32'bxxxxxxxxxxxxxxxxxxxxxxxxxxxxx100: idx = 6'd2;
        32'bxxxxxxxxxxxxxxxxxxxxxxxxxxxx1000: idx = 6'd3;
        32'bxxxxxxxxxxxxxxxxxxxxxxxxxxx10000: idx = 6'd4;
        32'bxxxxxxxxxxxxxxxxxxxxxxxxxx100000: idx = 6'd5;
        32'bxxxxxxxxxxxxxxxxxxxxxxxxx1000000: idx = 6'd6;
        32'bxxxxxxxxxxxxxxxxxxxxxxxx10000000: idx = 6'd7;
        32'bxxxxxxxxxxxxxxxxxxxxxxx100000000: idx = 6'd8;
        32'bxxxxxxxxxxxxxxxxxxxxxx1000000000: idx = 6'd9;
        32'bxxxxxxxxxxxxxxxxxxxxx10000000000: idx = 6'd10;
        32'bxxxxxxxxxxxxxxxxxxxx100000000000: idx = 6'd11;
        32'bxxxxxxxxxxxxxxxxxxx1000000000000: idx = 6'd12;
        32'bxxxxxxxxxxxxxxxxxx10000000000000: idx = 6'd13;
        32'bxxxxxxxxxxxxxxxxx100000000000000: idx = 6'd14;
        32'bxxxxxxxxxxxxxxxx1000000000000000: idx = 6'd15;
        32'bxxxxxxxxxxxxxxx10000000000000000: idx = 6'd16;
        32'bxxxxxxxxxxxxxx100000000000000000: idx = 6'd17;
        32'bxxxxxxxxxxxxx1000000000000000000: idx = 6'd18;
        32'bxxxxxxxxxxxx10000000000000000000: idx = 6'd19;
        32'bxxxxxxxxxxx100000000000000000000: idx = 6'd20;
        32'bxxxxxxxxxx1000000000000000000000: idx = 6'd21;
        32'bxxxxxxxxx10000000000000000000000: idx = 6'd22;
        32'bxxxxxxxx100000000000000000000000: idx = 6'd23;
        32'bxxxxxxx1000000000000000000000000: idx = 6'd24;
        32'bxxxxxx10000000000000000000000000: idx = 6'd25;
        32'bxxxxx100000000000000000000000000: idx = 6'd26;
        32'bxxxx1000000000000000000000000000: idx = 6'd27;
        32'bxxx10000000000000000000000000000: idx = 6'd28;
        32'bxx100000000000000000000000000000: idx = 6'd29;
        32'bx1000000000000000000000000000000: idx = 6'd30;
        32'b10000000000000000000000000000000: idx = 6'd31;
        32'b00000000000000000000000000000000: idx = 6'd32;
    endcase
end
endmodule
```

## ./run.sh

```bash
#!/bin/bash
# OpenROAD 26Q1-2900-gdf79404cd8, Yosys 0.63+post, stock flow scripts
make -C /OpenROAD-flow-scripts/flow DESIGN_CONFIG=/design/flow/config.mk WORK_HOME=/design/flow/orfs finish
```

==> out/results.ini <==
[power_and_ir_drop]
combPwrFrac_pct=100.0
internal-power_uw=66.47
seq_power_share_pct=0
sw_frac_of_total_pct=40.24
p_leak_uw=0.0005805
clkPwrFrac_pct=0
p_per_area_nw_per_um2=90.70
switching_power_uw=44.75
peakVddDrop_mv=0.03690

[grt]
grt_pass1_vias=792
antenna_found_initial=0
grt.overflow.total=0
grt_pass1_wl_mm=3.415
globalRouteTotalUtil_pct=6.234
grt_start_max_net_pins=5

[cells_and_area]
flops=0
syn_to_final_growth_pct=164.9
final_cells=187
flop_area_um2=0
nFillCells=349
nClkBuffers=0
layout-drive-gt1-share_pct=31.91
final_core_util_pct=35.90

[detailed_routing]
drc_errors=0
ant_nets=0
drt_iter0_drc=18
num_antenna_cells=0
wl_per_cell_um=11.25
routed_wl_mm=2.103
drt-pass1-iter-count=4
vias=789
vias_per_cell=4.219

[timing]
finalHoldViolations=0
finalCriticalPeriod_ns=3.102
period_used_pct=96.95
fmax_mhz=322.3
tns_ns=0
whs_ns=1.848
setup-violations-final=0
drv_slew=0
worst_slew_pin_slew_ns=0.4079
relSlewSlack_pct=72.55

[worst_hold_path]
hp-class=in -> out
min-delay-start=select[13]
whs_path_depth=6
hold_path_end=idx[3]

[placement]
hpwl_mm=1.846
gp_congestion=0.8453
port_buffers=38
dp_cells=183

[floorplanning]
core_um2=3416
num_rows=21
die_area_um2=6400
die_x_um=80
core_util_floorplan_pct=13.55
pin_count=38
dieHeight_um=80

[run]
openroad.warnings=33
maxCapViolations=0

[logic_synthesis]
yosys-stat-area_um2=462.9
seq_area_frac_synth_pct=0
largest_area_cell=nor4_4
syn_inst=74
syn-cell-area_um2=462.9
synth-warning-count=1
ys_cells=74
syn_area_per_cell_um2=6.256
common_cells=nor2_1, o21ai_0, a21oi_1, inv_1, nand2_1
most_common_cell=nor2_1
area_leaders=nor4_4, nor2_1, o21ai_0
yosys.cell_types.count=27
top_cell_area_share_pct=13.78

[critical_path]
cpMaxStageDelayCell=clkdlybuf4s50_1
cpMostUsedCell=clkdlybuf4s50_1
critPathKind=in -> out
worst_ep_arrival_time_ns=2.46
worstSetupEndpointType=output pin
cpPeakStageDelay_ns=0.47
start_kind=input pin
worst-path-max-fanout=3
path_cells=clkdlybuf4s50_1, buf_4, nor4_1, and2_1, and3_1, clkdlybuf4s50_1
worst_ep_required_time_ns=2.56

[cts]
hold_buffers=0

[run_status]
status=finished clean

cell families after synthesis:
| logic type | synth area share (%) |
|---|---|
| AOI/OAI and AO/OA | 31.89 |
| and+or+nand+nor | 64.06 |
| buffers and inverters | 4.054 |
how the worst max path moves through the flow:
stage                      start  endpoint  slack (ns)  cells past startpoint
after CTS             select[18]    idx[1]       -0.02                      6
after global routing  select[28]    idx[5]      -0.002                      6
final                 select[28]    idx[5]         0.1                      6
final cells by class:
cell class | count | area, um^2 | share of cell area, %
inverter | 5 | 18.77 | 1.531
timing repair buffer | 67 | 618.1 | 50.41
multi-input combinational | 69 | 531.8 | 43.37
tap | 46 | 57.56 | 4.694
metal layers:
metal / global-route usage, % / routed length, um
met1: 8.306 / 975
met2: 10.75 / 1035
met3: 1.136 / 92
met4: 0 / 0
met5: 0 / 0
power by group through the flow:
stage / sequential [uW] / clock (uW) / combinational (uW)
after CTS: 0 / 0 / 104
after global routing: 0 / 0 / 121
final: 0 / 0 / 111
layout by cell type (no fill, tap or decap), types with 2 or more instances in the layout:
master / count
nor2_1: 11
dlygate4sd2_1: 6
nor2b_1: 4
inv_1: 5
nand3_1: 4
nor4_4: 5
o21ai_1: 2
a21oi_1: 5
buf_4: 29
or3_1: 2
nand2_1: 5
nor3_1: 3
o31ai_2: 2
clkdlybuf4s50_1: 21
dlymetal6s2s_1: 11
o21ai_0: 8
worst max-delay path: cells and delay by family:
family,cells,cell delay (ns)
AND/OR/NAND/NOR,3,0.75
buffers and inverters,3,1.06
stage by stage:
step | power, uW | cell area (um^2) | setup slack [ns]
after detailed placement | 102.7 | 1089 | -0.07814
after global placement | 102.1 | 1089 | -0.1012
final | 111.2 | 1226 | 0.09755
after global routing | 120.8 | 1226 | -0.001787
after floorplan | 19.46 | 462.9 | 0.9930
after CTS | 104.3 | 1117 | -0.01599
what timing repair did:
item | in CTS | in global routing
gates cloned | 0 | 0
pin swaps | 6 | 12
buffers inserted | 1 | 3
resized | 13 | 22
endpoints found under the setup margin | 5 | 6
Power figures rest on the tool's default switching activity, not on a simulated workload.
