==> design.v <==
module encoder_8_3(
    input [7:0] select,
    output reg [3:0] idx
);
always @(select) begin
    casex(select)
        8'bxxxxxxx0: idx = 4'd0;
        8'bxxxxxx01: idx = 4'd1;
        8'bxxxxx011: idx = 4'd2;
        8'bxxxx0111: idx = 4'd3;
        8'bxxx01111: idx = 4'd4;
        8'bxx011111: idx = 4'd5;
        8'bx0111111: idx = 4'd6;
        8'b01111111: idx = 4'd7;
        8'b11111111: idx = 4'd8;
    endcase
end
endmodule
==> run.sh <==
#!/bin/bash
# OpenROAD 26Q1-2900-gdf79404cd8, Yosys 0.63+post, stock flow scripts
make -C /OpenROAD-flow-scripts/flow DESIGN_CONFIG=/design/flow/config.mk WORK_HOME=/design/flow/orfs finish
==> config.mk <==
export PLATFORM = sky130hd
export DESIGN_NAME = encoder_8_3
export DESIGN_NICKNAME = encoder_8_3
export VERILOG_FILES = /design/flow/design.v
export SDC_FILE = /design/flow/constraint.sdc
export NUM_CORES = 4
export LEC_CHECK = 1
export CORE_AREA = 10 10 70 70
export DIE_AREA = 0 0 80 80
==> constraint.sdc <==
current_design encoder_8_3

set clk_period 1.0
set clk_io_pct 0.2

create_clock -name clk0 -period $clk_period

set non_clock_inputs [all_inputs -no_clocks]
set_input_delay [expr $clk_period * $clk_io_pct] -clock clk0 $non_clock_inputs
set_output_delay [expr $clk_period * $clk_io_pct] -clock clk0 [all_outputs]
==> flow_summary.json <==
{
  "fp_util_pct": 2.27,
  "ys_types": 10,
  "end_kind": "primary output",
  "die_w_um": 80,
  "yosysTopAreaCell": "nand2_1",
  "drtAntennaViolNets": 0,
  "die-area_mm2": 0.00640,
  "dp.cells": 72,
  "die_h_um": 80,
  "synthAoiAreaFrac_pct": 45.2,
  "synth-xor-area-share_pct": 0,
  "clockBufferCount": 0,
  "antenna-diode-count": 0,
  "tightest_slew_ns": 0.137,
  "synth_adder_area_share_pct": 0,
  "grt_pass1_vias": 142,
  "synthesis.area_um2": 77.6,
  "drt_pass1_iterations": 1,
  "clockPowerShare_pct": 0,
  "ir_drop_v": 0.0000232,
  "grt_max_degree": 6,
  "hold_buffers": 0,
  "hold_end": "idx[1]",
  "flops": 0,
  "warnings": 32,
  "synth.most_common_cell": "nand2_1",
  "drt_wl_total_um": 399,
  "ys_cells": 14,
  "topCellsByArea": "nand2_1 15%, a41o_1 13%, o21ai_1 13%, a41oi_1 11%, inv_1 9.7%",
  "p_seq_share_pct": 0,
  "post_cts_buffers": 0,
  "min_period_ns": 0.958,
  "ys_sh_simple_pct": 45.2,
  "rows": 21,
  "drt_iter0_drc": 0,
  "worst-setup-path-type": "in2out",
  "max_freq_mhz": 1040,
  "final_cells": 72,
  "setup-tns-final_ns": 0,
  "synth.avg_cell_area_um2": 5.54,
  "boundaryPins": 12,
  "grt_pass1_wl_um": 607,
  "area_growth_syn_to_layout_pct": 168,
  "fin_ws_ns": 0.0424,
  "gp_congestion": 0.753,
  "grt-ovfl-total": 0,
  "status": "finished, final reports clean",
  "logic_family": "simple AND/OR/NAND/NOR gates",
  "postSynthSeqShare_pct": 0,
  "startpoint_type": "input port",
  "cap_violations": 0,
  "core-area_mm2": 0.00342,
  "max_slew_margin_pct": 90.8,
  "route.detailed.drc": 0,
  "yosys_area_um2": 77.6,
  "holdCritStartpoint": "select[3]",
  "p_sw_share_pct": 46.8,
  "regArea_um2": 0,
  "worst_ep_arrival_time_ns": 0.76,
  "power.leakage_nw": 0.0894,
  "num_vias": 153,
  "layout-drive-gt1-share_pct": 53.8,
  "ys_sh_mux_pct": 0,
  "grt_setup_unrepaired": "false",
  "ys_warn_count": 1,
  "hold_path.class": "in2out",
  "p_per_area_mw_per_mm2": 251,
  "synth_top_area_share_pct": 14.5,
  "comb_power_share_pct": 100.0,
  "hold_depth": 3,
  "finalHoldViolCount": 0,
  "fill_cells": 417,
  "worstPathRequired_ns": 0.80,
  "vias_per_cell": 2.13,
  "finalSetupViolCount": 0,
  "finalMaxSlewViolations": 0,
  "finalCritPeriodShare_pct": 95.8,
  "synth_cells": 14,
  "place_ws_ns": -0.725,
  "intPower_mw": 0.0277,
  "grt_use_total_pct": 1.09,
  "switchingPower_mw": 0.0243,
  "common_cells": "3 x nand2_1, 2 x inv_1, 2 x o21ai_1",
  "fin_util_pct": 6.08,
  "path_max_fanout": 5,
  "wire_per_inst_um": 5.54,
  "port_buffers": 12,
  "antenna_found_initial": 0
}
[cells by family (layout without fill, tap and decap cells)]
family	Yosys count	count (layout)
AOI/OAI and AO/OA	5	5
buffers and inverters	2	14
and+or+nand+nor	7	7
[critical path, stage by stage]
cell and delay [ns]:
buf_4 0.13, nand3b_1 0.07, o21ai_1 0.06, a41o_1 0.19, buf_2 0.11
[per-stage QoR]
step	hold WS [ns]	power (mW)	instance area, um^2
2_1_floorplan	0.431	0.0143	77.6
3_3_place_gp	1.36	0.0705	255
3_5_place_dp	1.38	0.0713	255
4_1_cts	0.680	0.0519	209
5_1_grt	0.695	0.0584	208
6_report	0.671	0.0520	208
[what timing repair did]
| item | CTS | global route |
|---|---|---|
| resized | 42 | 5 |
| pin swaps | 5 | 1 |
| setup endpoints to repair | 4 | 3 |
[how the worst max path moves through the flow]
| stage | from | to | slack [ns] | cells after the start |
|---|---|---|---|---|
| 4_1_cts | select[1] | idx[2] | 0.007 | 4 |
| 5_1_grt | select[0] | idx[0] | 0.009 | 5 |
| 6_report | select[0] | idx[0] | 0.04 | 5 |
[cell usage in the layout (no fill, tap or decap)]
cell,n
buf_4,2
nand2_1,2
nand2_2,1
nand3b_1,1
inv_1,2
o21ai_1,2
nand4_1,1
a41oi_1,1
a31oi_1,1
buf_2,9
clkbuf_2,1
nor3_2,1
nand3_1,1
a41o_1,1
[routing by layer]
metal	global-route usage, %	routed length (um)	up-vias
met5	0	0	-
met4	0	0	0
met3	0.568	79	0
met2	1.69	100	12
met1	1.38	220	62
li1	-	-	79
[power by group through the flow]
stage	combinational [mW]	clock, mW	sequential [mW]
after CTS	0.0519	0	0
after global routing	0.0584	0	0
final	0.0520	0	0
[cell type report]
cell class / instances / area (um^2) / share of cell area, %
inverter: 2 / 7.51 / 3.61
tap: 46 / 57.6 / 27.7
multi-input combinational: 12 / 77.6 / 37.3
timing repair buffer: 12 / 65.1 / 31.3
No activity file was given, so power comes from the tool's default toggle rates.
